==> design.v <==
`timescale 1ns / 1ps
module pb_debouncer
#(
	parameter COUNTER_WIDTH = 16
)(
	input clk,
	input rst,
	input pb,
	output reg pb_state,
	output reg pb_negedge,
	output reg pb_posedge
);
	localparam PB_IDLE   = 3'b000;
	localparam PB_COUNT  = 3'b001;
	localparam PB_PE     = 3'b010;
	localparam PB_STABLE = 3'b011;
	localparam PB_NE     = 3'b100;
	localparam COUNTER_MSB = COUNTER_WIDTH - 1;
	reg [2:0] button_state, button_state_next = PB_IDLE;
	reg [COUNTER_MSB:0] pb_cnt, pb_cnt_next;
	reg [1:0] pb_sync_sr;  
	wire pb_sync = pb_sync_sr[0];
	wire pb_cnt_max = &pb_cnt;
	always @(posedge clk)
		pb_sync_sr <= {pb, pb_sync_sr[1]};
	always @(*) begin
		button_state_next = button_state;
		case (button_state)
		PB_IDLE:
			if (pb_sync == 1'b1)
				button_state_next = PB_COUNT;
		PB_COUNT:
			if (pb_sync == 1'b0)
				button_state_next = PB_IDLE;
			else if (pb_cnt_max == 1'b1)
				button_state_next = PB_PE;
		PB_PE:
			button_state_next = PB_STABLE;
		PB_STABLE:
			if (pb_sync == 1'b0)
				button_state_next = PB_NE;
		PB_NE:
			button_state_next = PB_IDLE;
		default:
			button_state_next = PB_IDLE;
		endcase
	end
	always @(*) begin
		pb_state = 1'b0;
		pb_negedge = 1'b0;
		pb_posedge = 1'b0;
		pb_cnt_next = 'd0;
		case (button_state)
		PB_STABLE:
			pb_state = 1'b1;
		PB_COUNT:
			pb_cnt_next = pb_cnt + 'd1;
		PB_PE: begin
			pb_state = 1'b1;
			pb_posedge = 1'b1;
		end
		PB_NE:
			pb_negedge = 1'b1;
		endcase
	end
	always @(posedge clk)
		if (rst)
			button_state <= PB_IDLE;
		else
			button_state <= button_state_next;
	always @(posedge clk)
		if (rst)
			pb_cnt <= 'd0;
		else
			pb_cnt <= pb_cnt_next;
endmodule
`timescale 1ns / 1ps
module top_level
(
	input clk_100M,
	input reset_n,
	input uart_rx,
	output uart_tx,
	output uart_tx_alt,
	input button_c,
	input sw_mode,
	input [7:0] switches,
	output [7:0] ss_select,
	output [7:0] ss_value,
	output [2:0] rgb_led16,
	output led_mode,
	output [7:0] leds
);
	reg [1:0] reset_sr;
	wire reset = reset_sr[1];
	always @(posedge clk_100M)
		reset_sr <= {reset_sr[0], ~reset_n};
	assign ss_value = 8'hFF;
	assign ss_select = 8'hFF;
	localparam S_IDLE    = 'b0001;
	localparam S_BEGIN   = 'b0010;
	localparam S_TX_DATA = 'b0100;
	localparam S_TX_WAIT = 'b1000;
	reg [3:0] state, state_next = S_IDLE;
	assign rgb_led16 = state[3:1];
	wire tx_busy;
	reg tx_start = 1'b0;
	reg [7:0] tx_data, tx_data_next = 'd0;
	wire button_c_posedge;
	assign led_mode = sw_mode;
	assign leds = switches;
	localparam STR_LEN = 11;
	wire [STR_LEN*8-1:0] message = {
		8'h48, 8'h65, 8'h6c, 8'h6c, 8'h6f,
		8'h20,
		8'h77, 8'h6f, 8'h72, 8'h6c, 8'h64
	};
	reg [3:0] bcounter, bcounter_next = 'd0;
	assign uart_tx_alt = uart_tx;
	always @(*) begin
		tx_start = 1'b0;
		tx_data_next = tx_data;
		bcounter_next = bcounter;
		state_next = state;
		case (state)
		S_IDLE: begin
			if (button_c_posedge)
				state_next = S_BEGIN;
		end
		S_BEGIN: begin
			state_next = S_TX_DATA;
			bcounter_next = STR_LEN;
			if (sw_mode == 1'b1) begin
				tx_data_next = message[8*STR_LEN-1 -: 8];
			end else begin
				tx_data_next = switches[7:0];
			end
		end
		S_TX_DATA: begin
			state_next = S_TX_WAIT;
			tx_start = 1'b1;
			bcounter_next = bcounter - 'd1;
		end
		S_TX_WAIT: begin
			if (tx_busy == 1'b0) begin
				state_next = S_IDLE;
				tx_data_next = 8'h00;
				if (sw_mode == 1'b1 && bcounter != 0) begin
					state_next = S_TX_DATA;
					tx_data_next = message[(8 * bcounter - 1) -: 8];
				end
			end
		end
		default:
			state_next = S_IDLE;
		endcase
	end
	always @(posedge clk_100M) begin
		if (reset) begin
			state <= S_IDLE;
			tx_data <= 'd0;
			bcounter <= 'd0;
		end else begin
			state <= state_next;
			tx_data <= tx_data_next;
			bcounter <= bcounter_next;
		end
	end
	uart_basic #(
		.CLK_FREQUENCY(100000000),
		.BAUD_RATE(115200)
	) uart_basic_inst (
		.clk(clk_100M),
		.reset(reset),
		.rx(uart_rx),
		.rx_data(),
		.rx_ready(),
		.tx(uart_tx),
		.tx_start(tx_start),
		.tx_data(tx_data),
		.tx_busy(tx_busy)
	);
	pb_debouncer #(
		.COUNTER_WIDTH(20)
	) pb_deb0 (
		.clk(clk_100M),
		.rst(reset),
		.pb(button_c),
		.pb_state(),
		.pb_negedge(),
		.pb_posedge(button_c_posedge)
	);
endmodule
`timescale 1ns / 1ps
module data_sync
(
	input clk,
	input in,
	output reg stable_out
);
	reg [1:0] in_sync_sr;
	wire in_sync = in_sync_sr[0];
	always @(posedge clk)
		in_sync_sr <= {in, in_sync_sr[1]};
	reg [1:0] sync_counter = 'b11, sync_counter_next;
	reg stable_out_next;
	always @(*) begin
		if (in_sync == 1'b1 && sync_counter != 2'b11)
			sync_counter_next = sync_counter + 'd1;
		else if (in_sync == 1'b0 && sync_counter != 2'b00)
			sync_counter_next = sync_counter - 'd1;
		else
			sync_counter_next = sync_counter;
	end
	always @(*) begin
		case (sync_counter)
		2'b00:
			stable_out_next = 1'b0;
		2'b11:
			stable_out_next = 1'b1;
		default:
			stable_out_next = stable_out;
		endcase
	end
	always @(posedge clk) begin
		stable_out <= stable_out_next;
		sync_counter <= sync_counter_next;
	end
endmodule
`timescale 1ns / 1ps
module uart_basic
#(
	parameter CLK_FREQUENCY = 100000000,
	parameter BAUD_RATE = 115200
)(
	input clk,
	input reset,
	input rx,
	output [7:0] rx_data,
	output reg rx_ready,
	output tx,
	input tx_start,
	input [7:0] tx_data,
	output tx_busy
);
	wire baud8_tick;
	wire baud_tick;
	reg rx_ready_sync;
	wire rx_ready_pre;
	uart_baud_tick_gen #(
		.CLK_FREQUENCY(CLK_FREQUENCY),
		.BAUD_RATE(BAUD_RATE),
		.OVERSAMPLING(8)
	) baud8_tick_blk (
		.clk(clk),
		.enable(1'b1),
		.tick(baud8_tick)
	);
	uart_rx uart_rx_blk (
		.clk(clk),
		.reset(reset),
		.baud8_tick(baud8_tick),
		.rx(rx),
		.rx_data(rx_data),
		.rx_ready(rx_ready_pre)
	);
	always @(posedge clk) begin
		rx_ready_sync <= rx_ready_pre;
		rx_ready <= ~rx_ready_sync & rx_ready_pre;
	end
	uart_baud_tick_gen #(
		.CLK_FREQUENCY(CLK_FREQUENCY),
		.BAUD_RATE(BAUD_RATE),
		.OVERSAMPLING(1)
	) baud_tick_blk (
		.clk(clk),
		.enable(tx_busy),
		.tick(baud_tick)
	);
	uart_tx uart_tx_blk (
		.clk(clk),
		.reset(reset),
		.baud_tick(baud_tick),
		.tx(tx),
		.tx_start(tx_start),
		.tx_data(tx_data),
		.tx_busy(tx_busy)
	);
endmodule
`timescale 1ns / 1ps
module uart_baud_tick_gen
#(
	parameter CLK_FREQUENCY = 25000000,
	parameter BAUD_RATE = 115200,
	parameter OVERSAMPLING = 1
)(
	input clk,
	input enable,
	output tick
);
	function integer clog2;
		input integer value;
		begin
			value = value - 1;
			for (clog2 = 0; value > 0; clog2 = clog2 + 1)
				value = value >> 1;
		end
	endfunction
	localparam ACC_WIDTH = clog2(CLK_FREQUENCY / BAUD_RATE) + 8;
	localparam SHIFT_LIMITER = clog2(BAUD_RATE * OVERSAMPLING >> (31 - ACC_WIDTH));
	localparam INCREMENT =
			((BAUD_RATE * OVERSAMPLING << (ACC_WIDTH - SHIFT_LIMITER)) +
			(CLK_FREQUENCY >> (SHIFT_LIMITER + 1))) / (CLK_FREQUENCY >> SHIFT_LIMITER);
	(* keep = "true" *)
	reg [ACC_WIDTH:0] acc = 0;
	always @(posedge clk)
		if (enable)
			acc <= acc[ACC_WIDTH-1:0] + INCREMENT[ACC_WIDTH:0];
		else
			acc <= INCREMENT[ACC_WIDTH:0];
	assign tick = acc[ACC_WIDTH];
endmodule
`timescale 1ns / 1ps
module uart_rx
(
	input clk,
	input reset,
	input baud8_tick,
	input rx,
	output reg [7:0] rx_data,
	output reg rx_ready
);
	localparam RX_IDLE  = 'b000;
	localparam RX_START = 'b001;
	localparam RX_RECV  = 'b010;
	localparam RX_STOP  = 'b011;
	localparam RX_READY = 'b100;
	wire rx_bit;
	data_sync rx_sync_inst (
		.clk(clk),
		.in(rx),
		.stable_out(rx_bit)
	);
	reg [2:0] spacing_counter = 'd0, spacing_counter_next;
	wire next_bit;
	assign next_bit = (spacing_counter == 'd4);
	reg [2:0] state = RX_IDLE, state_next;
	reg [2:0] bit_counter = 'd0, bit_counter_next;
	reg [7:0] rx_data_next;
	always @(*) begin
		state_next = state;
		case (state)
		RX_IDLE:
			if (rx_bit == 1'b0)
				state_next = RX_START;
		RX_START: begin
			if (next_bit) begin
				if (rx_bit == 1'b0)  
					state_next = RX_RECV;
				else
					state_next = RX_IDLE;
			end
		end
		RX_RECV:
			if (next_bit && bit_counter == 'd7)
				state_next = RX_STOP;
		RX_STOP:
			if (next_bit)
				state_next = RX_READY;
		RX_READY:
			state_next = RX_IDLE;
		default:
			state_next = RX_IDLE;
		endcase
	end
	always @(*) begin
		bit_counter_next = bit_counter;
		spacing_counter_next = spacing_counter + 'd1;
		rx_ready = 1'b0;
		rx_data_next = rx_data;
		case (state)
		RX_IDLE: begin
			bit_counter_next = 'd0;
			spacing_counter_next = 'd0;
		end
		RX_RECV: begin
			if (next_bit) begin
				bit_counter_next = bit_counter + 'd1;
				rx_data_next = {rx_bit, rx_data[7:1]};
			end
		end
		RX_READY:
			rx_ready = 1'b1;
		endcase
	end
	always @(posedge clk) begin
		if (reset) begin
			spacing_counter <= 'd0;
			bit_counter <= 'd0;
			state <= RX_IDLE;
			rx_data <= 'd0;
		end else if (baud8_tick) begin
			spacing_counter <= spacing_counter_next;
			bit_counter <= bit_counter_next;
			state <= state_next;
			rx_data <= rx_data_next;
		end
	end
endmodule
`timescale 1ns / 1ps
module uart_tx
(
	input clk,
	input reset,
	input baud_tick,
	input tx_start,
	input [7:0] tx_data,
	output reg tx,
	output reg tx_busy
);
	localparam TX_IDLE  = 2'b00;
	localparam TX_START = 2'b01;
	localparam TX_SEND  = 2'b10;
	localparam TX_STOP  = 2'b11;
	reg [1:0] state = TX_IDLE, state_next;
	reg [2:0] counter = 3'd0, counter_next;
	reg [7:0] tx_data_reg;
	always @(posedge clk) begin
		if (reset)
			tx_data_reg <= 'd0;
		else if (state == TX_IDLE && tx_start)
			tx_data_reg <= tx_data;
	end
	always @(*) begin
		tx = 1'b1;
		tx_busy = 1'b1;
		state_next = state;
		counter_next = counter;
		case (state)
		TX_IDLE: begin
			tx_busy = 1'b0;
			if (tx_start)
				state_next = TX_START;
		end
		TX_START: begin
			tx = 1'b0;
			counter_next = 'd0;
			if (baud_tick)
				state_next = TX_SEND;
		end
		TX_SEND: begin
			tx = tx_data_reg[counter];
			if (baud_tick) begin
				counter_next = counter + 'd1;
				if (counter == 'd7)
					state_next = TX_STOP;
			end
		end
		TX_STOP:
			if (baud_tick)
				state_next = TX_IDLE;
		endcase
	end
	always @(posedge clk) begin
		if (reset) begin
			state <= TX_IDLE;
			counter <= 'd0;
		end else begin
			state <= state_next;
			counter <= counter_next;
		end
	end
endmodule
==> run.sh <==
#!/bin/bash
# OpenROAD 26Q1-2900-gdf79404cd8, Yosys 0.63+post, stock flow scripts
make -C /OpenROAD-flow-scripts/flow DESIGN_CONFIG=/design/flow/config.mk WORK_HOME=/design/flow/orfs finish
==> config.mk <==
export PLATFORM = sky130hd
export DESIGN_NAME = top_level
export DESIGN_NICKNAME = top_level
export VERILOG_FILES = /design/flow/design.v
export SDC_FILE = /design/flow/constraint.sdc
export NUM_CORES = 4
export LEC_CHECK = 1
export CORE_UTILIZATION = 50
==> constraint.sdc <==
current_design top_level

set clk_period 2.7
set clk_io_pct 0.2

create_clock -name clk0 -period $clk_period [get_ports {clk_100M}]

set non_clock_inputs [all_inputs -no_clocks]
set_input_delay [expr $clk_period * $clk_io_pct] -clock clk0 $non_clock_inputs
set_output_delay [expr $clk_period * $clk_io_pct] -clock clk0 [all_outputs]
==> summary.txt <==
Implementation results.

The clock buffer count from CTS is 9. The number of placed instances with taps included is 583. The most crowded layer after global routing is met2. The worst min-delay path startpoint is reset_sr[0]. The chip occupies 8510 sq um. The power after layout is 2.61 mW. Between the synthesized netlist and the finished layout, the area growth was recorded as 9.40%. The final setup skew is 0.0124 ns. The global-route wire length before repair is 12.8 mm. Per the post-route antenna check, the number of violating nets is 0.

The largest registers in the layout are pb_deb0.pb_cnt (20), uart_basic_inst.baud_tick_blk.acc (18). Endpoints failing hold in the final report were tallied at 0. On the reported timing paths, the clock transition at the registers reads 0.08 ns. The fraction of layout cells with a size suffix above 1 is 7.85%. The tree built by TritonCTS fans out to 76 sinks. The global routing report lists met1 layer usage as 28.7%. The initial antenna violation count came to 0. The hold path depth is 0. For this run, global-route usage on met2 was measured as 29.6%. The flow ran to the end, and the final reports show no timing, DRC or antenna violations.

The total leakage power is 1.60 nW. The TritonCTS clock tree is built. The maximum single-stage delay on the critical path is 0.49 ns.

The number of flip-flops in the largest register is 20. The starting DRC count in detailed routing is 69. The post-detailed-routing wire length is 7.50 mm. The hold slack is 0.330 ns.

The maximum resistive drop on vdd is 0.404 mV. The cell sitting at the root of the clock tree is a sky130_fd_sc_hd__clkbuf_8. The final instance area is 4460 sq um. The script logs the ratio of routed vias to standard cells as 5.34. The shortest period the worst path allows is 2.59 ns. For this run, the top clock speed supported by timing is 386 MHz. Across all checked pins, the minimum headroom to the slew limit is 48.5%.

The number of maximum-capacitance violations is 0. The length of the first detailed-routing pass in iterations is 5. The endpoint of the worst-slack reg-to-reg timing path is tx_data[2].

The pre-CTS worst setup slack is 0.394 ns. The worst flop-to-flop path startpoint is bcounter[0]. The area of the mapped netlist is 4070 sq um. The sum of buffers and inverters on the critical path is 1. The final design utilization is 57.1%. RePlAce ended its routability-driven mode at a weighted congestion of 0.871. Setup slack on the worst reg-to-reg path comes out at 0.54 ns.

The number of levels in the clock H-tree is 3. The post-route DRC violation count is 0. The total congestion overflow after global routing is 0. Per the layout report, the design carries 711 filler cells. The setup fix buffers added after clock tree synthesis is 0. In this run the count of I/O pins placed on the die edge is 43.

The final timing report gives a worst setup slack of 0.107 ns. The transition time at the pin with the least slew margin is 0.773 ns. The average instance in the mapped netlist occupies 8.36 sq um. Setup repair after global routing left no endpoint under its margin. The critical path's slowest cell is sky130_fd_sc_hd__mux4_2. The post-synthesis instance total is 487. Walking the worst path, the cells encountered are mux4_2 -> mux2_2 -> nand2_1 -> a21oi_1 -> clkdlybuf4s50_1. The register with the most flip-flops is pb_deb0.pb_cnt. The routed layout has 3196 vias.

Logic depth along the worst register-to-register path is recorded as 6. STA classifies the critical path endpoint as an output port. The number of I/O port buffers is 25. The arrival time reported for the critical path endpoint is 2.05 ns.

The global routing report lists combined usage of all routing layers as 18.9%. Counting pins that exceed their max-slew limit in the final report gives 0. Setup total negative slack on the finished layout was measured at 0 ns. The post-detailed-route wirelength per cell is 12.5 microns.

Per the OpenROAD floorplan log, the area of the core is 7810 sq um. The met3 track utilization from global routing is 3.71%. After the flow finishes, the layout carries non-filler instances totaling 599. The placement stage leaves a total instance area of 4230 sq um. Checking hold timing, the worst path is listed with class reg2reg. The y dimension of the die is 92.3 microns. The critical path maximum fanout is 4. OpenROAD emitted warnings numbering 32.

For the worst-skew pair, the clock arrives at the later sink with an insertion delay of 0.35 ns. The worst setup path is of the reg2out kind. According to the floorplan report, the die width is 92.3 microns.

The number of failing setup endpoints in the final timing report is 0. Per the summary, power density relative to cell area is 586 nW/um^2. The number of antenna diodes is 0. Detailed placement ended at an HPWL of 5.11 mm. The synthesis report lists the Yosys warning total as 8.

Entering global routing, the biggest net connects 35 pins. The maximum count of clock buffers along a single path is 2. The number of hold buffers added after CTS was 0. The end point of the most critical hold path is reset_sr[1]. After layout, the worst path uses 96.0% of the clock period. The required time reported for the critical path endpoint is 2.16 ns. The number of global-route vias before repair came to 2798.

The count of standard-cell rows is 32. The timing report attributes the biggest portion of critical-path delay to multiplexers. The initial core utilization is 52.2%. The startpoint type of the worst setup path is a flip-flop.
==> worst register-to-register path, stage by stage, from the launching register on <==
cell	delay, ns
sky130_fd_sc_hd__dfxtp_1	0.33
sky130_fd_sc_hd__inv_1	0.14
sky130_fd_sc_hd__ha_1	0.35
sky130_fd_sc_hd__or2_2	0.39
sky130_fd_sc_hd__a21o_1	0.22
sky130_fd_sc_hd__a2111o_1	0.44
sky130_fd_sc_hd__a211oi_2	0.21
==> cell type report <==
type,instances,area [sq um],share of cell area [%]
Multi-Input combinational cell,355,2200,49.5
Sequential cell,76,1530,34.3
Timing Repair Buffer,35,325,7.30
Tap cell,102,128,2.86
Inverter,15,56.3,1.26
Clock buffer,10,128,2.86
Clock inverter,6,86.3,1.94
==> where the power goes <==
group	internal [mW]	switching [mW]	leakage, nW
clock	0.521	0.415	0.107
sequential	1.18	0.0684	0.616
combinational	0.203	0.224	0.872
==> worst max-delay path by stage <==
stage / startpoint / endpoint / slack [ns] / cells after the start
final: uart_basic_inst.uart_tx_blk.counter[2] / uart_tx / 0.11 / 5
after global routing: uart_basic_inst.uart_tx_blk.counter[2] / uart_tx / 0.007 / 5
after CTS: uart_basic_inst.uart_tx_blk.counter[2] / uart_tx / 0.01 / 5
==> repair_timing <==
action | 4_1_cts | 5_1_grt
gates resized | 1 | 3
endpoints found under the setup margin | 1 | 2
pin swaps | 0 | 0
==> layout by cell type (no fill, tap or decap), types with 3 or more instances in the layout <==
| master | n |
|---|---|
| sky130_fd_sc_hd__o21ai_0 | 16 |
| sky130_fd_sc_hd__o21a_1 | 3 |
| sky130_fd_sc_hd__buf_4 | 10 |
| sky130_fd_sc_hd__xnor2_1 | 8 |
| sky130_fd_sc_hd__a21o_1 | 4 |
| sky130_fd_sc_hd__a211oi_1 | 4 |
| sky130_fd_sc_hd__nor2_1 | 66 |
| sky130_fd_sc_hd__nor3b_1 | 3 |
| sky130_fd_sc_hd__nand2b_1 | 12 |
| sky130_fd_sc_hd__or3_1 | 6 |
| sky130_fd_sc_hd__xor2_1 | 22 |
| sky130_fd_sc_hd__nand2_1 | 27 |
| sky130_fd_sc_hd__nand3b_1 | 3 |
| sky130_fd_sc_hd__nor2b_1 | 7 |
| sky130_fd_sc_hd__nor4_1 | 4 |
| sky130_fd_sc_hd__nand3_1 | 24 |
| sky130_fd_sc_hd__clkbuf_8 | 9 |
| sky130_fd_sc_hd__conb_1 | 16 |
| sky130_fd_sc_hd__a31oi_1 | 6 |
| sky130_fd_sc_hd__ha_1 | 12 |
| sky130_fd_sc_hd__inv_1 | 15 |
| sky130_fd_sc_hd__and4_1 | 3 |
| sky130_fd_sc_hd__a21oi_1 | 30 |
| sky130_fd_sc_hd__mux2i_1 | 3 |
| sky130_fd_sc_hd__o21ai_1 | 3 |
| sky130_fd_sc_hd__a221oi_1 | 4 |
| sky130_fd_sc_hd__and3_1 | 6 |
| sky130_fd_sc_hd__clkdlybuf4s50_1 | 25 |
| sky130_fd_sc_hd__dfxtp_1 | 74 |
| sky130_fd_sc_hd__nand4_1 | 6 |
| sky130_fd_sc_hd__nor3_1 | 13 |
| sky130_fd_sc_hd__o22ai_1 | 4 |
==> per-layer routing <==
| layer | up-vias | part of all wire, % |
|---|---|---|
| met2 | 43 | 45 |
| li1 | 1670 | - |
| met4 | 0 | 0.87 |
| met5 | - | 0 |
| met1 | 1476 | 50 |
| met3 | 7 | 3.7 |
Power is estimated from default activity; no workload was simulated.
